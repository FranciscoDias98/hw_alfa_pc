==> design/flow/design.v <==
`timescale 1ns / 1ps
module control_unit#(
    parameter DDR_BASE_ADDRESS =32'h0F000000
)(
    input wire i_clk,
    input wire i_rst,
    input wire i_start,
    input wire i_initreadtxn,
    input wire i_read_TxnDone,
    input wire i_write_TxnDone,
    input wire [31:0] n_points,
    input wire [31:0] i_point_cloud_size,
    output reg o_finish,
    output reg [31:0] o_read_address,
    output reg [2:0] mod_int_state,
    input wire i_finish_octree_core,
    input wire i_need_new_points,   
    output reg o_en_octant_core,
    input wire i_finish_bfs_core,
    output reg o_en_bfs_core,
    output reg o_select_mux
    );
    reg flag_finish;
    always @(posedge i_clk) begin
        if(!i_rst) begin
            mod_int_state <= 0;
            o_finish <= 0;
            flag_finish <= 0;
            o_read_address <= DDR_BASE_ADDRESS;
        end else begin
            case (mod_int_state)
                0: begin
                    o_finish <= 0;
                    o_en_octant_core <= 0;
                    o_en_bfs_core <= 0;
                    if (i_start) begin
                        mod_int_state <= 1;
                    end
                end
                1: begin  
                    if(i_read_TxnDone && !i_initreadtxn) begin 
                        mod_int_state <= 2;
                        o_read_address <= DDR_BASE_ADDRESS + (n_points<<3);
                    end
                end
                2: begin  
                    mod_int_state <= 3;
                    o_en_octant_core <= 1;
                end
                3: begin  
                    if (i_finish_octree_core) begin
                        mod_int_state <= 4;
                        o_select_mux <= 1;
                        o_en_bfs_core <= 1;
                        o_en_octant_core <= 0;
                    end else if (i_need_new_points) begin
                        mod_int_state <= 1;  
                    end
                end
                4: begin
                    if(i_write_TxnDone && i_finish_bfs_core)  
                    begin
                        mod_int_state <= 0;
                        o_finish <= 1;
                        o_select_mux <= 0;  
                        o_en_bfs_core <= 0;                        
                    end
                end
                default: begin
                    mod_int_state <= 0;
                end
            endcase
        end
    end
endmodule
==> design/flow/run.sh <==
#!/bin/bash
# OpenROAD 26Q1-2900-gdf79404cd8, Yosys 0.63+post, stock flow scripts
make -C /OpenROAD-flow-scripts/flow DESIGN_CONFIG=/design/flow/config.mk WORK_HOME=/design/flow/orfs finish
==> design/flow/config.mk <==
export PLATFORM = sky130hd
export DESIGN_NAME = control_unit
export DESIGN_NICKNAME = control_unit
export VERILOG_FILES = /design/flow/design.v
export SDC_FILE = /design/flow/constraint.sdc
export NUM_CORES = 4
export LEC_CHECK = 1
export CORE_AREA = 10 10 112 112
export DIE_AREA = 0 0 122 122
==> design/flow/constraint.sdc <==
current_design control_unit

set clk_period 5.4
set clk_io_pct 0.2

create_clock -name clk0 -period $clk_period [get_ports {i_clk}]

set non_clock_inputs [all_inputs -no_clocks]
set_input_delay [expr $clk_period * $clk_io_pct] -clock clk0 $non_clock_inputs
set_output_delay [expr $clk_period * $clk_io_pct] -clock clk0 [all_outputs]
==> out/metrics.yaml <==
place:
  numPortBuffers: 73
  gp_congestion: 0.771
  hpwl_um: 4110
  place_inst: 382
timing:
  fin_skew_ns: 0.00532
  max_freq_mhz: 378
  fin_crit_ns: 2.65
  max_slew.worst_pin.slew_ns: 0.696
  tns_ns: 0
  rsz0062_at_grt: "false"
  finalMaxSlewViolations: 0
  setup_viol: 0
  post-route-period-util_pct: 49.0
  relSlewSlack_pct: 53.2
  report.final.hold_viol_count: 0
die:
  die_w_um: 122
  core-area_um2: 10200
  rows: 37
  chip_area_um2: 14900
  die_y_um: 122
  io_pins: 112
  fp_util_pct: 15.9
yosys:
  synthArstFlopShare_pct: 0
  syn_avg_cell_area_um2: 8.77
  synthFlopType: "dfxtp_1"
  ys_seq_share_pct: 46.0
  synthesis.area_um2: 1630
  edf_count: 3
  yosysCellCount: 186
  yosys_area_um2: 1630
  top_logic_kind: "AND-OR/OR-AND gates"
  numSynthFlops: 36
  synth_cell_types: 42
  synth-simple-area-share_pct: 18.3
  syn_inst: 186
  mux_share_pct: 0
  ys_sh_adder_pct: 0.767
  synthXorXnorAreaFrac_pct: 1.61
  aoi_share_pct: 24.3
  yosys_warnings: 1
setup_path:
  slowest_stage: "clkdlybuf4s50_1"
  critical-path-top-delay-family: "buffers and inverters"
  cp-end-kind: "flip-flop"
  crit_buf_inv: 3
  cpPeakStageDelay_ns: 0.71
  rrSetupSlack_ns: 3.46
  cp.arrival_ns: 2.65
  critPathRequiredTime_ns: 5.40
  start_kind: "primary input"
  crit_path_cell_trace: "clkdlybuf4s50_1 > clkinv_1 > buf_4 > a21oi_1"
  critical_path.reg2reg.startpoint: "mod_int_state[0]$_SDFFE_PN0P_"
  rr_endpoint: "o_read_address[31]$_SDFFE_PN0P_"
  critPathMaxFanout: 18
  reg2regPathDepth: 4
  critPathKind: "primary input to flip-flop"
global_route:
  grt_max_degree: 29
  grt_use_total_pct: 7.47
  grt_pass1_wl_um: 9030
  grt_overflow: 0
  grt_pass1_vias: 1703
  antenna_found_initial: 0
clocking:
  clock_latency_ns: 0.29
  cts_root_buf: "clkbuf_8"
  cts_buffers: 5
  ctsResizeCount: 0
  cts_tree: "yes"
  clockBufferDepth: 2
  post-cts-setup-buffers: 0
  clk_pin_slew_ns: 0.08
  htreeDepth: 2
  ctsHoldBuffers: 0
  cts_sinks: 36
power:
  ir_drop_mv: 0.0826
  leakage_nw: 0.822
  power_density_nw_per_um2: 227
detailed_routing:
  ant_nets: 0
  dr.pass1.iters: 4
  diodes: 0
  vias: 1622
  wl_um: 5610
  wl_per_cell_um: 14.4
  vias_per_cell: 4.16
  first_iter_violations: 119
  drc: 0
job:
  warning_count: 60
  maxCapViolCount: 0
cells_and_area:
  final_util_pct: 24.7
  syn_to_final_growth_pct: 54.7
  drive_gt1_share_pct: 7.87
  lay_top_cells: "73 x clkdlybuf4s50_1, 33 x dfxtp_1, 31 x a21oi_1, 26 x nand3_1, 18 x o21ai_1"
  final_common_cell: "clkdlybuf4s50_1"
  fin_cells: 390
hold_path:
  min_from: "o_read_address[9]$_SDFFE_PN0P_"
  holdPathStages: 2
  min_to: "o_read_address[9]$_SDFFE_PN0P_"
  hold_class: "flip-flop to flip-flop"
run_status:
  outcome: "finished clean"
synthesized netlist by cell type, drive strengths merged, types with 2 or more instances:
master	n	share of area, %
dfxtp	33	41
nor2	4	0.92
a211oi	2	0.92
clkbuf	3	0.69
xor2	3	1.6
a21oi	31	9.5
o21ai	28	9.3
edfxtp	3	5.5
nand3	26	8.0
or3	2	0.77
o211ai	2	0.92
nor4	2	1.2
nand2b	2	0.92
inv	2	0.46
a311oi	2	1.1
nor3b	3	2.1
nand2	7	1.6
buf	16	7.4
registers in the layout, indices dropped and copies added (netlist names):
register and cells:
o_read_address 29, mod_int_state 3, o_en_bfs_core 1, o_en_octant_core 1, o_finish 1, o_select_mux 1
kinds of logic (layout without fill, tap and decap cells):
kind of cell,after synthesis,count (layout)
fa+ha+maj,1,1
buf+inv,22,88
flops,36,36
simple gates,53,53
compound gates,70,70
xor+xnor,3,3
other cells,1,3
per-stage QoR:
| stage | setup slack [ns] | total power, W | cell area (µm²) | hold WS [ns] |
|---|---|---|---|---|
| 5_1_grt | 2.61 | 0.000614 | 2520 | 0.507 |
| 2_1_floorplan | 3.30 | 0.000336 | 1640 | 0.430 |
| 3_3_place_gp | 2.41 | 0.000394 | 2440 | 0.451 |
| 4_1_cts | 2.76 | 0.000588 | 2520 | 0.474 |
| 6_report | 2.75 | 0.000574 | 2520 | 0.478 |
| 3_5_place_dp | 2.44 | 0.000394 | 2440 | 0.461 |
tightest hold or removal path: stages, from the launching register on:
cell	delay (ns)
dfxtp_1	0.33
o21ai_2	0.05
a21oi_1	0.05
power by group:
| group | internal [W] | switching, W | leakage, nW | total, W |
|---|---|---|---|---|
| clock network | 0.0000877 | 0.0000989 | 0.0453 | 0.000187 |
| registers | 0.000278 | 0.00000703 | 0.293 | 0.000285 |
| logic | 0.0000544 | 0.0000475 | 0.484 | 0.000102 |
layer usage:
| layer | vias to the layer above | wire length [µm] | GRT usage (%) |
|---|---|---|---|
| li1 | 803 | - | - |
| met4 | 0 | 32 | 0.522 |
| met1 | 756 | 2620 | 10.3 |
| met2 | 57 | 2450 | 11.7 |
| met3 | 6 | 504 | 2.58 |
| met5 | - | 0 | 0 |
layout make-up:
cell class                      count  area, µm²
Sequential cell                    36        751
Clock buffer                        5       68.8
Fill cell                        1103       7710
Tap cell                          136        170
Clock inverter                      3       13.8
Multi-Input combinational cell    130        747
Inverter                            3       11.3
Timing Repair Buffer               77        761
how the worst max path moves through the flow:
| stage | endpoint | slack (ns) | depth (start not counted) | start |
|---|---|---|---|---|
| 4_1_cts | o_select_mux$_DFFE_PP_ | 2.76 | 4 | i_rst |
| 5_1_grt | o_select_mux$_DFFE_PP_ | 2.61 | 4 | i_rst |
| 6_report | o_select_mux$_DFFE_PP_ | 2.75 | 4 | i_rst |
No activity file was given, so power comes from the tool's default toggle rates.
