$ cat flow/design.v
`timescale 1ns / 1ps
module bfs_core_v2( input wire i_clk,
    input wire i_rst,
    input wire i_en,
    input wire [152-1:0] i_doutb,
    input wire [15:0] i_branch_count,
    output reg o_finish_bfs,
    output reg [64-1:0] o_occ_code,
    output reg [15:0] o_branch_count,
    output reg o_send_to_ddr_occ_code,
    output reg [152-1:0] o_dinb,
    output reg o_we_b,
    output reg [16-1:0] addrb_read,
    output wire [7:0] debug_occ_code,
    output reg [3:0] state,
    output reg [15:0] stack_addr, 
    output reg [15:0] o_bfs_branch_count,
    output wire [7:0] occ_code_0,
    output wire [7:0] occ_code_1,
    output wire [7:0] occ_code_2,
    output wire [7:0] occ_code_3,
    output wire [7:0] occ_code_4,
    output wire [7:0] occ_code_5,
    output wire [7:0] occ_code_6,
    output wire [7:0] occ_code_7,
    output reg [7:0] occ_code_reg,
    input wire [15:0] i_doutb_uram,
    output reg [15:0] o_dina_uram,
    output reg o_we_uram,
    output reg [15:0] o_addra_uram,
    output reg [15:0] o_addrb_uram,
    output reg o_ena_uram,
    output reg o_enb_uram,
    output reg [15:0] o_leaf_count,
    output wire [3:0] number_of_children
    );
    reg [7:0] counter;
    reg [65535:0] aux_already_visited;   
    reg flag_reading;
    reg [3:0] counter_2;
    reg [4:0] max_depth;
    integer i;
    integer j;
    reg [3:0] k;
    reg [3:0] stack_occupied_addr [0:7];
    wire [7:0] aux_occupancy_code;
    wire [15:0] aux_table_addrs [7:0];
    wire aux_addr_stack_visited;
    reg [151:0] branch_aux;
    reg [23:0] aux_regs;
    reg flag_depth;
    assign aux_table_addrs[0] = i_doutb[151:136];
    assign aux_table_addrs[1] = i_doutb[135:120];
    assign aux_table_addrs[2] = i_doutb[119:104];
    assign aux_table_addrs[3] = i_doutb[103:88];
    assign aux_table_addrs[4] = i_doutb[87:72];
    assign aux_table_addrs[5] = i_doutb[71:56];
    assign aux_table_addrs[6] = i_doutb[55:40];
    assign aux_table_addrs[7] = i_doutb[39:24];
    assign branch = i_doutb;
    assign aux_occupancy_code[7] = (i_doutb[151:136] && 1);
    assign aux_occupancy_code[6] = (i_doutb[135:120] && 1);
    assign aux_occupancy_code[5] = (i_doutb[119:104] && 1);
    assign aux_occupancy_code[4] = (i_doutb[103:88] && 1);
    assign aux_occupancy_code[3] = (i_doutb[87:72] && 1);
    assign aux_occupancy_code[2] = (i_doutb[71:56] && 1);
    assign aux_occupancy_code[1] = (i_doutb[55:40] && 1);
    assign aux_occupancy_code[0] = (i_doutb[39:24] && 1);
    assign number_of_children = (i_doutb[151:136] && 1) + (i_doutb[135:120] && 1) + (i_doutb[119:104] && 1) 
                                + (i_doutb[103:88] && 1) + (i_doutb[87:72] && 1) + (i_doutb[71:56] && 1) 
                                + (i_doutb[55:40] && 1) + (i_doutb[39:24] && 1);
    assign debug_occ_code = aux_occupancy_code;
    assign occ_code_0 = o_occ_code[63-:8];
    assign occ_code_1 = o_occ_code[55-:8];
    assign occ_code_2 = o_occ_code[47-:8];
    assign occ_code_3 = o_occ_code[39-:8];
    assign occ_code_4 = o_occ_code[31-:8];
    assign occ_code_5 = o_occ_code[23-:8];
    assign occ_code_6 = o_occ_code[15-:8];
    assign occ_code_7 = o_occ_code[7-:8];
    wire [4:0] depth_aux;
    assign depth_aux = i_doutb[7:3];
    reg flag;
    always @(posedge i_clk) begin
        if(!i_rst)begin
            o_finish_bfs <= 0;
            addrb_read <= 2;
            o_occ_code <= 0;
            counter <=0;
            stack_addr <= 0;
            o_we_b <= 0;
            k <= 0;
            j <= 0;
            aux_already_visited <= 0;
            o_branch_count <= 0;
            o_dinb <= 0;
            o_bfs_branch_count <= 0;
            o_addra_uram <= 1;
            o_addrb_uram <= 1;
            o_ena_uram <= 0;
            o_enb_uram <= 0;
            o_dina_uram <= 0;
            o_leaf_count <= 0;
            counter_2 <= 0;
            branch_aux <=0;
            aux_regs <= 0;
            max_depth <= 13;
        end else begin
            case (state)
                0: begin  
                    o_finish_bfs <= o_finish_bfs;
                    o_send_to_ddr_occ_code <= 0;
                    o_ena_uram <= 1;
                    o_enb_uram <= 1;
                    branch_aux <= i_doutb;
                end
                1: begin  
                    if(i_doutb[7:3] != max_depth) begin 
                        for(k=0;k<8;k=k+1) begin
                            if(aux_table_addrs[k] > 1) begin
                                aux_regs[23-(stack_addr*3) -:3] = k;
                                stack_addr = stack_addr + 1;
                            end else if(aux_table_addrs[k] == 1) begin
                                o_leaf_count = o_leaf_count + 1;
                            end
                        end
                    end                   
                    o_bfs_branch_count <= o_bfs_branch_count + 1;
                    occ_code_reg <= aux_occupancy_code;
                    branch_aux <= i_doutb;
                end
                4: begin
                    o_dinb <= 152'b0;
                    k<=0;  
                    if(number_of_children > 1 && branch_aux[7:3] != max_depth) begin
                        if(counter_2 < number_of_children - 1) begin
                            o_addra_uram <= o_addra_uram + 1;  
                            o_addrb_uram <= o_addrb_uram + 1;  
                            o_dina_uram <= branch_aux[151 -(aux_regs[23-(counter_2*3)-:3])*16 -:16];
                            counter_2 <= counter_2 + 1;
                            o_we_uram <= 1;
                        end else begin
                            o_we_uram <= 0;
                            counter_2 <= 0;
                        end     
                    end else begin
                        flag <= 1;
                        o_we_uram <=0;
                    end
                end
                2: begin  
                    o_we_b <= 0;
                    o_dinb <= 152'b0;
                    o_we_uram <= 0;
                    counter_2 <= 0;
                     o_occ_code[63-(8*counter)-:8] <= occ_code_reg;
                    if(branch_aux[7:3] == max_depth) begin
                        addrb_read <= i_doutb_uram;  
                        o_addrb_uram <= o_addrb_uram - 1;
                        o_addra_uram <= o_addra_uram - 1;
                        flag_depth <= 1;                    
                    end else begin
                        addrb_read <= branch_aux[151 -(aux_regs[23-((stack_addr-1)*3)-:3])*16 -:16]; 
                        stack_addr <= 0;
                        aux_regs <= 0;
                        flag_depth <= 0; 
                    end
                    if(o_branch_count == i_branch_count) begin  
                        o_finish_bfs <= 1;
                        o_send_to_ddr_occ_code <= 1;
                    end else begin
                        o_branch_count <= o_branch_count + 1;
                    end
                    if (counter < 7) begin
                        counter <= counter + 1;
                    end else begin
                        counter <= 0;
                        o_send_to_ddr_occ_code <= 1; 
                    end   
                end 
                3: begin  
                    o_send_to_ddr_occ_code <= 0;
                    o_we_b <= 0;
                    branch_aux <= i_doutb;
                    aux_regs <= 0;
                    stack_addr <= 0;
                end
                default: begin
                end
            endcase
        end
    end
    always @(posedge i_clk) begin
        if (!i_rst) begin
            state <= 0;
        end
        else begin
            case (state)
                0:  
                begin
                    if(i_en && o_finish_bfs == 0)
                        state <= 1;
                    else
                        state <= 0;                 
                end
                1:  
                begin
                    if(o_branch_count <= i_branch_count)
                        state <= 4; 
                    else 
                        state <= 2;
                end
                4:  
                begin
                    if(counter_2 < number_of_children-1 && (o_branch_count < i_branch_count) && (branch_aux[7:3] != max_depth) ) begin
                        state <= 4;
                    end else
                        state <= 2;
                end
                2:  
                begin
                    if (o_finish_bfs) begin
                        state <= 0;
                    end else begin
                        state <= 3;
                    end
                end
                3: begin  
                    if(!o_finish_bfs) begin
                        if((o_branch_count <= i_branch_count))  
                            state <= 1;
                        else 
                            state <= 2;
                    end else begin
                        state <= 0;
                    end
                end
                default: 
                begin
                end
            endcase
        end
    end
endmodule
$ cat flow/run.sh
#!/bin/bash
# OpenROAD 26Q1-2900-gdf79404cd8, Yosys 0.63+post, stock flow scripts
make -C /OpenROAD-flow-scripts/flow DESIGN_CONFIG=/design/flow/config.mk WORK_HOME=/design/flow/orfs finish
$ cat flow/config.mk
export PLATFORM = sky130hd
export DESIGN_NAME = bfs_core_v2
export DESIGN_NICKNAME = bfs_core_v2
export VERILOG_FILES = /design/flow/design.v
export SDC_FILE = /design/flow/constraint.sdc
export NUM_CORES = 4
export LEC_CHECK = 1
export CORE_UTILIZATION = 30
$ cat flow/constraint.sdc
current_design bfs_core_v2

set clk_period 23.4
set clk_io_pct 0.2

create_clock -name clk0 -period $clk_period [get_ports {i_clk}]

set non_clock_inputs [all_inputs -no_clocks]
set_input_delay [expr $clk_period * $clk_io_pct] -clock clk0 $non_clock_inputs
set_output_delay [expr $clk_period * $clk_io_pct] -clock clk0 [all_outputs]
==> flow_metrics.py <==
# Auto-generated metrics
metrics = {
    "synthesis": {
        "ff_type": "dfxtp_1",
        "area_leaders": "dfxtp_1, ha_1, nand2_1",
        "netlist_area_um2": 48400,
        "synth_warnings": 2,
        "avgSynthCellArea_um2": 7.45,
        "synth.largest_area_cell": "dfxtp_1",
        "ys_seq_frac": 0.165,
        "ys_cells": 6505,
        "top_cell_area_share": 0.159,
        "syn_inst": 6505,
        "ys_types": 124,
        "ys_chip_area_um2": 48400,
        "edf_count": 10,
        "async_flop_share": 0,
        "synth_flops": 395,
    },
    "global_route": {
        "grt_pass1_vias": 44700,
        "grt_max_degree": 103,
        "grt_pass1_wl_um": 285000,
        "antenna_found_initial": 9,
        "grt_usage": 0.233,
        "grt_overflow_total": 0,
    },
    "drt": {
        "dr.pass1.iters": 8,
        "drt_iter0_markers": 3850,
        "ant_nets": 0,
        "drc_errors": 0,
        "finalWirelength_um": 193000,
        "via_count": 48800,
        "wl_per_cell_um": 21.4,
        "vias_per_cell": 5.42,
    },
    "setup_path": {
        "rr_startpoint": "stack_addr[0]",
        "r2r_end": "aux_regs[20]",
        "startpoint": "i_doutb[150]",
        "cp_data_arrival_time_ns": 17.83,
        "crit_required_ns": 23.98,
        "path_class": "in2reg",
        "rrSetupSlack_ns": 10.98,
        "reg2reg_depth": 42,
        "crit_fanout": 12,
        "crit_path_frequent_cell": "ha_1",
        "endpoint_kind": "flip-flop",
        "cp-start-kind": "input port",
        "cpPeakStageDelay_ns": 0.74,
        "crit_end": "aux_regs[20]",
        "worst_path_max_delay_cell": "xnor2_1",
    },
    "sta": {
        "clock-skew-final_ns": 0.0318,
        "setup_viol": 0,
        "slew_headroom": 0.354,
        "fin_crit_ns": 17.25,
        "holdWs_ns": 0.455,
        "fmax_ghz": 0.0580,
        "slew_viol_final": 0,
        "finalHoldViolations": 0,
        "worstMarginPinSlew_ns": 0.966,
        "period_used_share": 0.737,
        "rsz0062_at_grt": "no",
        "finalSetupTns_ns": 0,
    },
    "clock_tree": {
        "cts_tree": "done",
        "ctsResizeCount": 0,
        "cts-hold-fix-buffers": 0,
        "clk_pin_slew_ns": 0.06,
        "clock_path_buffers": 3,
        "clock-sinks": 395,
        "clock.latency.late_pin_ns": 0.64,
        "cts_setup_buffers": 0,
        "cts_root_buffer": "clkbuf_16",
        "htree_levels": 2,
        "tritoncts.num_buffers": 47,
    },
    "final_layout": {
        "layout-drive-gt1-share": 0.0596,
        "syn_to_final_growth_pct": 16.0,
        "fillers": 16700,
        "top_regs": "branch_aux x152, o_occ_code x64, aux_regs x24",
        "largest_reg_flops": 152,
        "top_register": "branch_aux",
        "stdcell_area_um2": 56200,
    },
    "floorplanning": {
        "ioPinCount": 625,
        "core_um2": 160000,
        "die-width_um": 404,
        "rows": 147,
        "initial_utilization": 0.302,
        "chipArea_um2": 163000,
        "die_h_um": 404,
    },
    "power": {
        "vdd_drop_max_uv": 58.9,
        "total_power_mw": 3.77,
        "p_leak_nw": 22.5,
        "p_per_area_nw_per_um2": 67.1,
    },
    "run_status": {
        "status": "finished, final reports clean",
    },
    "flow_run": {
        "warnings": 171,
        "drv_cap": 0,
    },
    "placement": {
        "place_hpwl_um": 155000,
        "placed_cell_area_um2": 54500,
        "port_buffers": 470,
        "gp_congestion": 1.04,
    },
    "hold_path": {
        "hold_class": "reg2reg",
    },
}
[synth_stat cells (39+ instances only)]
library cell    n
mux2i_1       167
clkbuf_1      229
xnor2_1       334
a31oi_1        44
or3_1          72
o22ai_1        44
inv_1         331
o21bai_1       39
ha_1          458
and2_1         51
nor4_1         80
o21ai_0       220
dfxtp_1       385
a21o_1         72
nand2_1       804
buf_4         222
nand2b_1       49
a211oi_1       53
a22oi_1        45
mux4_2         57
and3_1         69
nor2_1        618
o211ai_1       58
xor2_1        218
o21a_1         46
a21oi_1       489
nand4_1        99
nor2b_1        54
nor3_1        174
nand3_1       208
[how the worst min path moves through the flow]
stage | startpoint | to | cells after the start
after CTS | addrb_read[2] | addrb_read[2] | 2
after global routing | addrb_read[3] | addrb_read[3] | 2
final | addrb_read[0] | addrb_read[0] | 2
[worst max-delay path: cells and delay by family]
| kind | cells | cell delay [ns] |
|---|---|---|
| buf+inv | 5 | 1.24 |
| compound gates | 10 | 2.57 |
| fa+ha+maj | 7 | 2.29 |
| simple gates | 16 | 5.03 |
| mux | 1 | 0.27 |
| xor+xnor | 4 | 1.63 |
[cell usage in the layout, fill, tap and decap left out, types with 25 or more instances in the layout]
cell type        netlist  routed
nand2_1              804     803
nor2_1               618     615
a21oi_1              489     488
clkdlybuf4s50_1        0     469
ha_1                 458     458
dfxtp_1              385     384
xnor2_1              334     334
inv_1                331     331
o21ai_0              220     220
xor2_1               218     218
nand3_1              208     208
nor3_1               174     174
mux2i_1              167     167
conb_1                 1     154
nand4_1               99      99
buf_4                222      98
nor4_1                80      80
a21o_1                72      72
or3_1                 72      72
and3_1                69      69
o211ai_1              58      58
mux4_2                57      57
nor2b_1               54      54
a211oi_1              53      53
and2_1                51      50
nand2b_1              49      48
clkbuf_16              0      47
o21a_1                46      46
a22oi_1               45      45
a31oi_1               44      44
o22ai_1               44      44
o21bai_1              39      39
mux2_2                34      34
or2_2                 31      30
or4_1                 30      30
a21boi_0              29      29
o31ai_1               26      26
a221oi_1              25      25
nand3b_1              25      25
[metal layers]
metal | part of all wire | track usage | vias up
met2 | 0.44 | 0.354 | 1886
met3 | 0.077 | 0.0492 | 341
met5 | 0.00042 | 0.00297 | -
li1 | - | - | 23500
met4 | 0.057 | 0.109 | 4
met1 | 0.43 | 0.317 | 23100
[stage by stage]
stage | utilization | std cells | setup WS [ns]
floorplan | - | 6658 | 8.88
global placement | 0.340 | 8903 | 5.99
detailed placement | 0.340 | 8903 | 5.79
CTS | 0.350 | 8990 | 6.38
global route | 0.350 | 8996 | 5.41
finish | 0.350 | 8999 | 6.15
[cell families (layout without fill, tap and decap cells)]
group | count (synthesis) | count (layout) | synth area share
xor+xnor | 578 | 578 | 0.111
compound gates | 1475 | 1475 | 0.199
other cells | 1 | 163 | 0.0000774
fa+ha+maj | 474 | 474 | 0.125
flops | 395 | 395 | 0.165
buf+inv | 831 | 1003 | 0.0823
simple gates | 2493 | 2493 | 0.249
mux | 258 | 258 | 0.0689
[area by class of cell]
class                      count  area, µm²  area share
multi-input combinational   5432      37100       0.660
sequential                   395       8010       0.143
timing repair buffer         568       5440      0.0967
tap                         2160       2700      0.0481
clock buffer                  67       1360      0.0242
inverter                     348       1310      0.0234
clock inverter                20        280     0.00499
antenna                        9       22.5    0.000401
[report_power, final]
part           switching (mW)  total, mW  internal, mW
registers              0.0756      0.819         0.744
clock network           0.331      0.786         0.455
logic                    1.36       2.17         0.803
Power is estimated from default activity; no workload was simulated.
