## design/flow/design.v

```verilog
`timescale 1ns / 1ps
module ms_encoder(
                    input i_clk,
                    input i_rst_n,
                    input i_en,
                    input [40-1:0] i_data,
                    input [31:0] i_size,
                    output reg [63:0] o_range,
                    output reg [7:0] o_flush,
                    output reg [31:0] o_addr,
                    output reg o_we,
                    output reg o_finish_encoder
                  );
    reg [2:0] state;
    reg [31:0] range;
    reg [31:0] low;
    reg [31:0] size;
    reg [31:0] freq_cum [0:256];    
    reg [7:0] symbol;     
    reg [39:0] data_in;
    reg finish;
    reg [15:0] addr;
    reg [3:0] count;
    reg [31:0] flush_low;
    reg signed [63:0] low_test;
    reg signed [63:0] range_test;
    reg [7:0] symbol_test;
    integer i;
    always @(posedge i_clk) begin
        if(!i_rst_n) begin
            o_range <= 0;
            range <= 32'hFFFF_FFFF;
            low <= 0;
            for(i=0;i<257;i=i+1)
                freq_cum[i]<= i;
            i<=0;
            addr <= 0;
            o_we <= 0;
            flush_low <= 0;
            o_flush <= 0;
            count <= 0;
            size <= 0;
            o_finish_encoder <= 0;
        end
        else
        begin 
            case(state)
                0: begin  
                    o_range <= o_range;
                    symbol <= i_data[7 +(8*size) -:8];                    
                end
                1: begin  
                    low <= low + freq_cum[symbol]*(range/freq_cum[256]);
                    range <= (range/freq_cum[256])*(freq_cum[symbol+1]-freq_cum[symbol]);
                    flush_low <= flush_low << 8;
                    size <= size + 1;
                    symbol_test <= symbol;
                end
                2: begin  
                    for(i=0;i<257;i=i+1)begin  
                        if(i>symbol)
                            freq_cum[i] <= freq_cum[i] + 1;
                    end
                 end
                3: begin  
                    if((low ^(low + range)) < 16777216 || (range < 65536)) begin
                        if((range < 65536) && (low ^(low + range)) >= 16777216) begin
                            range<= ((~low + 1)&(65536 - 1));        
                        end
                        range <= range << 8;
                        low <= low << 8;
                        o_flush <= low >> 24;                 
                        o_we <= 1;
                        o_addr <= addr;
                        addr <= addr + 1;
                     end
                     if(freq_cum[256]>=65536) begin
                        for(i=1;i<=256;i=i+1)begin
                            freq_cum[i] <= freq_cum[i]<<1;
                        end
                     end
                end
                4: begin  
                    o_flush <= low[31-count*8 -:8];
                    o_we<=1;
                    o_addr <= addr + count;
                    count <= count + 1;
                end
                5: begin  
                    o_we <= 0;
                end
                default:
                    o_range <= 0;
            endcase     
        end
    end     
    always @(posedge i_clk) begin
        if(!i_rst_n)
            state <= 5;
        else
        begin 
            case(state)
                0: begin
                    if(i_en && (size < i_size)) 
                        state <= 1;
                    else begin
                        state <= 4;
                    end
                    if(finish)
                        state <= 0;
               end
                1: begin
                    state <= 2;
                end
                2: begin
                    state <= 3;
                end
                3: begin
                    if(!i_en)
                        state<= 4;
                    else
                        state <= 5;
                end
                4: begin
                    if(count<3)  
                        state<= 4;
                    else begin                   
                        state <= 5;
                        o_finish_encoder <= 1;
                        finish <= 1;
                    end                 
                end
                5: begin
                    state <=0;
                end
                default:
                    state <= 0;
            endcase
        end
    end        
endmodule
```

## design/flow/run.sh

```bash
#!/bin/bash
# OpenROAD 26Q1-2900-gdf79404cd8, Yosys 0.63+post, stock flow scripts
make -C /OpenROAD-flow-scripts/flow DESIGN_CONFIG=/design/flow/config.mk WORK_HOME=/design/flow/orfs finish
```

## design/flow/config.mk

```make
export PLATFORM = sky130hd
export DESIGN_NAME = ms_encoder
export DESIGN_NICKNAME = ms_encoder
export VERILOG_FILES = /design/flow/design.v
export SDC_FILE = /design/flow/constraint.sdc
export NUM_CORES = 4
export LEC_CHECK = 1
export CORE_AREA = 10 10 78 78
export DIE_AREA = 0 0 88 88
```

## design/flow/constraint.sdc

```tcl
current_design ms_encoder

set clk_period 2.0
set clk_io_pct 0.2

create_clock -name clk0 -period $clk_period [get_ports {i_clk}]

set non_clock_inputs [all_inputs -no_clocks]
set_input_delay [expr $clk_period * $clk_io_pct] -clock clk0 $non_clock_inputs
set_output_delay [expr $clk_period * $clk_io_pct] -clock clk0 [all_outputs]
```

==> job_summary.md <==
## Implementation flow summary

| Metric | Value |
|---|---|
| CP peak stage delay | `0.47 ns` |
| Chip area in the Yosys report | `0.00117 mm2` |
| Initial drt markers | `8` |
| Share of layout cells above drive strength 1 | `0.0355` |
| Filler cell count | `476` |
| Number of post-CTS setup repair buffers | `0` |
| Non-Filler Instances | `193` |
| Die height | `88 um` |
| Crit path DAT | `1.02 ns` |
| Critical path class | `reg2out` |
| Number of global-route vias before repair | `629` |
| DR DRC count | `0` |
| Register share of total power | `0.506` |
| Cts hold-fix bufs | `0` |
| Area delta synth->final | `-19.4%` |
| Clock Tree Root | `clkbuf_8` |
| Power Internal | `0.373 mW` |
| Final Hold Viols | `0` |
| Global-route wire length before repair | `2470 um` |
| CP startpoint kind | `register` |
| Core area | `0.00441 mm2` |
| Routed Antenna Nets | `0` |
| Antenna Diode Count | `0` |
| First drt pass iteration count | `2` |
| CTS tree | `done` |
| Synth Flop Type | `dfxtp_1` |
| Placed cell count | `189` |
| Worst Hold Class | `reg2reg` |
| Worst Skew | `0.000335 ns` |
| GRT Residual Overflow | `0` |
| Tool warnings | `98` |
| Total track usage | `0.0373` |
| M3 GR Usage | `0.0374` |
| Skew-Pair Late Insertion Delay | `0.23 ns` |
| HPWL after DPL | `1750 um` |
| Max-Cap Viols | `0` |
| Post-Syn Area | `0.00117 mm2` |
| Yosys cell count | `134` |
| Distinct lib cells | `20` |
| Fraction of registers with async set or reset after synthesis | `0` |
| Seq/Total Area, Yosys | `0.222` |
| Setup_tns | `0 ns` |
| Wire length per cell | `9.85 um` |
| Status | `finished clean` |
| Routability cong. | `0.692` |
| Critical path cell sequence | `clkdlybuf4s50_1` |
| Clk sink count | `11` |
| FP Core Util | `0.266` |
| Post-Syn Area per Cell | `8.75 um2` |
| Via count | `521` |
| Die ar. | `0.00774 mm2` |
| Peak supply drop | `169 uV` |
| GR peak layer | `met2` |
| Reg area | `260 um2` |
| Utilization after layout | `0.214` |
| Die width | `88 um` |
| Largest net degree at the start of global routing | `9` |
| CTS Buf Count | `3` |
| Port Buffers | `6` |
| Syn Inst Count | `134` |
| Top cell type's share of synthesized area | `0.647` |
| Buffers & Inverters on Critical Path | `1` |
| GR Util met1 | `0.0435` |
| Synth top cell by count | `buf_4` |
| Met2 Usage GRT | `0.0489` |
| Max H-tree Level | `1` |
| P_sw | `0.0858 mW` |
| Top cells by count | `buf_4 (101), dfxtp_1 (7), edfxtp_1 (4)` |
| Max Freq | `706 MHz` |
| Part of the power in combinational logic | `0.039` |
| Post-CTS resize count | `0` |
| Yosys Warn Count | `3` |
| Clock-pin slew on the worst setup and hold paths | `0.04 ns` |
| Net Sw Frac | `0.187` |
| Crit-path max FO | `2` |
| Comb area | `510 um2` |
| Tmin final | `1.42 ns` |
| Ports | `181` |
| Post-synth regs | `11` |
| RSZ-0062 raised after global routing | `false` |
| Static leakage | `0.530 nW` |
| Slowest CP cell | `clkdlybuf4s50_1` |
| CP Data Required Time | `1.60 ns` |
| FP Rows | `24` |
| Pins over their slew limit | `0` |
| Total power per unit cell area | `486 mW/mm2` |
| Final wirelength | `1900 um` |
| Via density | `2.70` |
| Top cells by area | `buf_4 (65%), dfxtp_1 (12%), edfxtp_1 (10%)` |
| Flop2flop setup slack | `0.97 ns` |
| Number of enable flip-flop cells | `4` |
| Period Utilization, post-route | `0.709` |
| Endpoint class of the critical path | `primary output` |
| Crit path max-delay family | `buffers and inverters` |
| Antenna violations before repair | `0` |
| CTS Buffer Depth | `2` |
| Clock Power Share | `0.455` |
| Synth area leader | `buf_4` |
| Final setup vio count | `0` |
==> power by group through the flow <==
stage         logic [mW]  registers (mW)  clock network, mW
global route      0.0312           0.232              0.231
CTS               0.0243           0.232              0.214
finish            0.0180           0.232              0.209
==> registers in the layout, summed over array words and instances, names as in the netlist <==
name	cells
o_addr	4
state	2
count	4
o_we	1
==> metal layers <==
metal | part of all wire | vias up
met2 | 0.33 | 82
met4 | 0.0021 | 0
met1 | 0.39 | 211
met5 | 0 | -
li1 | - | 226
met3 | 0.28 | 2
==> final timing paths <==
check,from,endpoint,depth (start not counted)
worst max-delay path,o_we$_SDFFE_PN0P_,o_we,1
worst min-delay path,state[0]$_DFF_P_,o_we$_SDFFE_PN0P_,1
worst max register to register,count[0]$_SDFFE_PN0P_,state[0]$_DFF_P_,3
worst min register to register,state[0]$_DFF_P_,o_we$_SDFFE_PN0P_,1
==> layout by cell type, fill, tap and decap left out <==
cell type,synthesis,layout
conb_1,2,101
dfxtp_1,7,7
clkdlybuf4s50_1,0,6
edfxtp_1,4,4
nor2_1,3,3
clkbuf_8,0,3
nand2_1,2,2
mux2i_1,2,2
and2_4,1,1
nor4b_2,1,1
o31ai_1,1,1
inv_1,1,1
nor3_1,1,1
a21bo_1,1,1
nand3b_1,1,1
a21oi_1,1,1
nand2b_1,1,1
nand4_1,1,1
xnor2_1,1,1
ha_1,1,1
clkbuf_1,0,1
==> area by class of cell <==
class | instances | area share
flip-flops and latches | 11 | 0.275
well taps | 52 | 0.0689
clock buffers | 4 | 0.0477
multi-input cells | 119 | 0.540
repair buffers | 6 | 0.0636
inverters | 1 | 0.00397
==> through the flow <==
stage / power (mW) / worst slack, ns / cell area [um2] / hold slack [ns]
after global routing: 0.494 / 0.525 / 945 / 0.411
after CTS: 0.471 / 0.562 / 945 / 0.392
after global placement: 0.262 / 0.540 / 900 / 0.382
after detailed placement: 0.260 / 0.535 / 900 / 0.397
after floorplan: 0.378 / 1.08 / 1540 / 0.373
final: 0.459 / 0.583 / 945 / 0.390
==> cells by family after synthesis <==
kind of cell             after synthesis  share of synthesized area
multiplexers                           2                     0.0171
other                                  2                    0.00641
XOR/XNOR                               1                    0.00747
AND/OR/NAND/NOR                       11                     0.0576
AND-OR/OR-AND                          3                     0.0192
adder cells (fa/ha/maj)                1                     0.0107
flip-flops                            11                      0.222
buffers and inverters                103                      0.660
Power is estimated from default activity; no workload was simulated.
